==> flow/design.v <==
module counter(
    input COUNT_UP,
    input COUNT_DOWN,
    input RST,
    input sysclk,
    output [3:0] LEDS
    );
    reg [3:0] count_value;  
    reg [27:0] sys_clk_count;  
    reg divided_clk;  
    assign LEDS[3:0] = count_value;
    initial begin
        count_value <= 0;
        sys_clk_count <= 0;
        divided_clk <= 0;
    end
    always@(posedge sysclk) begin
        if(sys_clk_count == 62500000) begin
            sys_clk_count <= 0;
            divided_clk <= ~divided_clk;  
        end
        else begin
            sys_clk_count = sys_clk_count + 1;
        end
    end
    always@(posedge divided_clk or posedge RST) begin
        if(RST == 1) begin  
            count_value <= 0;
        end
        else if (COUNT_UP == 1) begin  
            count_value <= count_value + 1;
        end
        else if (COUNT_DOWN == 1) begin  
            count_value <= count_value - 1;
        end
    end
endmodule
==> flow/run.sh <==
#!/bin/bash
# OpenROAD 26Q1-2900-gdf79404cd8, Yosys 0.63+post, stock flow scripts
make -C /OpenROAD-flow-scripts/flow DESIGN_CONFIG=/design/flow/config.mk WORK_HOME=/design/flow/orfs finish
==> flow/config.mk <==
export PLATFORM = sky130hd
export DESIGN_NAME = counter
export DESIGN_NICKNAME = counter
export VERILOG_FILES = /design/flow/design.v
export SDC_FILE = /design/flow/constraint.sdc
export NUM_CORES = 4
export LEC_CHECK = 1
export CORE_AREA = 10 10 109 109
export DIE_AREA = 0 0 119 119
==> flow/constraint.sdc <==
current_design counter

set clk_period 3.6
set clk_io_pct 0.2

create_clock -name clk0 -period $clk_period [get_ports {sysclk}]

set non_clock_inputs [all_inputs -no_clocks]
set_input_delay [expr $clk_period * $clk_io_pct] -clock clk0 $non_clock_inputs
set_output_delay [expr $clk_period * $clk_io_pct] -clock clk0 [all_outputs]
==> results.ini <==
[status]
status = complete, no violations

[timing]
period_used_pct = 58.1
setup_viol_count_final = 0
fmax_mhz = 478
unclocked_pins = 4
slew_violations = 0
untimed_endpoints = 8
relSlewSlack_pct = 45.9
skew_ns = 0.00439
finalHoldViolCount = 0
setup_tns_ns = 0
fin_ws_ns = 1.51
worst_pin_slew_ns = 0.804
rsz0062_at_grt = no
period_minus_slack_ns = 2.09
hold_slack_ns = 0.481

[power]
switching_share_pct = 20.6
peakVddDrop_mv = 0.110
internal_power_mw = 0.486
combPwrFrac_pct = 2.2
fin_total_pwr_mw = 0.612
pwr-share-seq_pct = 52.8
p_leak_nw = 0.642
p_switching_mw = 0.126
p_per_area_nw_per_um2 = 314
clkPwrFrac_pct = 45.0

[yosys]
numSynthFlops = 33
async_flop_share_pct = 12.1
netlist_area_um2 = 1630
syn_area_per_cell_um2 = 9.51
synth_seq_share_pct = 42.5
synth_cells = 171
yosys.area.top_type_share_pct = 34.5
synthTopCellsByArea = dfxtp_1, xnor2_1, dfrtp_1
synth-edff-count = 1
ys_area_um2 = 1630
ys_cells = 171
synth_warnings = 1
synthDistinctLibCells = 41
synthFlopType = dfxtp_1
largest_area_cell = dfxtp_1

[routing]
wl_per_cell_um = 10.1
vias_per_cell = 3.99
top_layer_used = met4
insertedDiodeCount = 0
m1WireLength_um = 1710
post-route-drc-count = 0
wl_met2_um = 1330
routed_wl_um = 3200
vias = 1261
postRouteAntennaNets = 0
first_pass_iters = 4
drt_iter0_markers = 51
wl_met3_um = 99

[finish]
combGateArea_um2 = 895
post-route-util_pct = 20.2
drive_above_1_share_pct = 9.29
finalInstanceArea_um2 = 1950
stdcell_count = 316
seqCellArea_um2 = 691
fillers = 1071
area_growth_pct = 19.8

[cts]
clk_latency_ns = 0.28
cts_root_buffer = clkbuf_8
tritoncts = done
cts-resized-gates = 0
postCtsHoldBufs = 0
cts-htree-levels = 2
ctsLongestPathBuffers = 2
clk_pin_slew_ns = 0.06
postCtsSetupBuffers = 0
cts_inserted_buffers = 5

[floorplan]
rows = 36
die_h_um = 119
core_area_um2 = 9640
die_w_um = 119
die-area_um2 = 14200
fp_util_pct = 16.9
io_pins = 8

[job]
tool_warnings = 26
max_cap_viol_count = 0

[global_routing]
grt_pass1_vias = 1233
grt_first_pass_wirelength_um = 5940
grt_max_degree = 12
grtUsageTotal_pct = 4.71
antenna_found_initial = 0
globalRouteOverflowTotal = 0

[place]
dp_hpwl_um = 2350
placedCellCount = 308
gp_congestion = 0.880
pre_cts_slack_ns = 1.55
port_buffers = 7
placedInstanceArea_um2 = 1860

[critical_path]
cp.required_ns = 3.82
arrival_ns = 2.31
worstPathMaxFanout = 9
startpoint_type = register
cpMaxStageDelayCell = or4_1
path_buffers = 0
endpoint_kind = register
crit_chain = nand4_4 > or4_1 > or4_4 > a21oi_2
cpPeakStageDelay_ns = 0.71
worstSetupPathType = reg2reg
cp_top_family = simple AND/OR/NAND/NOR gates

[worst_hold_path]
hold_class = reg2reg

kinds of logic (layout without fill, tap and decap cells):
family	Yosys count	in the layout	share of synthesized area [%]
and+or+nand+nor	79	79	29.2
DFF	33	33	42.5
xor gates and xnor gates	21	21	11.3
AOI/OAI and AO/OA	15	15	6.08
buffers and inverters	12	24	2.92
muxes	6	6	3.77
adders and majority gates	5	5	4.31
final timing paths:
path,start,endpoint,slack [ns],depth (start not counted)
worst max-delay path,sys_clk_count[7],sys_clk_count[25],1.51,4
worst min-delay path,sys_clk_count[21],sys_clk_count[21],0.48,1
worst max register to register,sys_clk_count[7],sys_clk_count[25],1.51,4
worst min register to register,sys_clk_count[21],sys_clk_count[21],0.48,1
area by class of cell:
| type | count | area share, % |
|---|---|---|
| Multi-Input combinational cell | 126 | 45.9 |
| Clock buffer | 8 | 4.62 |
| Tap cell | 133 | 8.54 |
| Sequential cell | 33 | 35.4 |
| Inverter | 8 | 1.54 |
| Timing Repair Buffer | 8 | 3.98 |
Yosys cell counts (all sizes together) (3+ instances only):
cell type,number
nor3,5
inv,8
nor4,4
mux2i,5
dfrtp,4
and3,5
ha,4
nand4,10
nor4b,3
xor2,4
xnor2,17
dfxtp,28
nand3,15
nor2,10
nand2,11
o21ai,3
a21oi,5
power by group through the flow:
stage | registers, mW | logic (mW) | clock network, mW
after CTS | 0.323 | 0.0139 | 0.281
after global routing | 0.322 | 0.0158 | 0.297
final | 0.323 | 0.0136 | 0.275
registers in the layout, summed over array words and instances (netlist names):
name / flops
count_value: 4
divided_clk: 1
sys_clk_count: 28
routing by layer:
metal / global-route usage (%) / up-vias
met2: 7.19 / 22
met5: 0 / -
met4: 0.687 / 0
met3: 0.767 / 5
met1: 7.00 / 593
li1: - / 641
placed cells by master (no fill, tap or decap), drive strengths merged, types with 3 or more instances in the layout:
master	synthesis	routed
a21oi	5	5
and3	5	5
clkbuf	2	8
clkdlybuf4s50	0	7
dfrtp	4	4
dfxtp	28	28
ha	4	4
inv	8	8
mux2i	5	5
nand2	11	11
nand3	15	15
nand4	10	10
nor2	10	10
nor3	5	5
nor4	4	4
nor4b	3	3
o21ai	3	3
xnor2	17	17
xor2	4	4
Power is estimated from default activity; no workload was simulated.
