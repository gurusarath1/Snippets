===== ./run.sh =====
#!/bin/bash
# OpenROAD 26Q1-2900-gdf79404cd8, Yosys 0.63+post, stock flow scripts
make -C /OpenROAD-flow-scripts/flow DESIGN_CONFIG=/design/flow/config.mk WORK_HOME=/design/flow/orfs finish

===== ./config.mk =====
export PLATFORM = sky130hd
export DESIGN_NAME = switch
export DESIGN_NICKNAME = switch
export VERILOG_FILES = /design/flow/design.v
export SDC_FILE = /design/flow/constraint.sdc
export NUM_CORES = 4
export LEC_CHECK = 1
export CORE_AREA = 10 10 112 112
export DIE_AREA = 0 0 122 122

===== ./constraint.sdc =====
current_design switch

set clk_period 5.9
set clk_io_pct 0.2

create_clock -name clk0 -period $clk_period [get_ports {sysclk}]

set non_clock_inputs [all_inputs -no_clocks]
set_input_delay [expr $clk_period * $clk_io_pct] -clock clk0 $non_clock_inputs
set_output_delay [expr $clk_period * $clk_io_pct] -clock clk0 [all_outputs]

===== ./design.v =====
`timescale 1ns / 1ps
module switch(
    input [3:0] SWITCHES,
    input RST,
    input sysclk,
    output reg [3:0] LEDS
    );
    reg [27:0] sys_clk_count;  
    reg divided_clk;  
    integer win_flag;
    reg [3:0] PREV_SWITCH_STATE;
    initial begin
        LEDS <= 4'b1000;
        sys_clk_count <= 0;
        divided_clk <= 0;
        win_flag <= 0;
        PREV_SWITCH_STATE <= 4'b0000;
    end
    always@(posedge sysclk) begin
        if(sys_clk_count == 12000000) begin
            sys_clk_count <= 0;
            divided_clk <= ~divided_clk;  
        end
        else begin
            sys_clk_count <= sys_clk_count + 1;
        end
    end
    always@(posedge divided_clk) begin
        if (RST != 1)begin
            if (SWITCHES[3:0] == LEDS[3:0] && PREV_SWITCH_STATE[0] == 0 && PREV_SWITCH_STATE[1] == 0 && PREV_SWITCH_STATE[2] == 0 && PREV_SWITCH_STATE[3] == 0) begin
                LEDS = 4'b1111;
            end
            else if (LEDS != 4'b1111) begin
                if(LEDS == 4'b0001) begin
                    LEDS = 4'b1000;
                end
                else begin
                    LEDS = LEDS >> 1;
                end
             end
         end
         else begin
            LEDS = 4'b1000;
         end
         PREV_SWITCH_STATE = SWITCHES[3:0];
    end
endmodule

==> impl_metrics.toml <==
# yosys + openroad results
[run_status]
status = "finished, final reports clean"

[setup_path]
slowest_stage = "nor4_2"
cp.arrival_ns = 1.95
cp-end-kind = "flop"
critical_path_class = "reg -> reg"
required_ns = 5.89
critPathBufInv = 1
crit_fanout = 8
crit_chain = "nor4_1, nand4_2, nor4_2, buf_4"
crit_family = "simple AND/OR/NAND/NOR gates"
critPathLaunchType = "flop"
rr_worst_depth = 4
max_stage_delay_ns = 0.51
path_depth = 4

[final_timing]
worst_slew_pin_slew_ns = 0.722
setup_viol = 0
max_clock_freq_ghz = 0.509
rsz0062_at_grt = "false"
unclocked_regs = 8
fin_crit_ns = 1.97
fin_setup_tns_ns = 0
maxSlewViolCount = 0
timing.slew.headroom_pct = 51.4
skew_ns = 0.00264
final_hold_viol_count = 0
finalClockPeriodUsage_pct = 33.3
untimed_endpoints = 12
whs_ns = 0.459

[clock_tree]
cts_tree = "built"
cts.reportedPaths.clkPinSlew_ns = 0.06
cts_repair_resize_count = 0
numCtsBuffers = 5
htree_levels = 2
clockBufferDepth = 2
cts_hold_buf = 0
clk_latency_ns = 0.27
root_buffer = "clkbuf_8"
post-cts-setup-buffers = 0

[layout]
syn_to_final_growth_pct = 19.0
drive_gt1_share_pct = 9.60

[global_route]
grt_max_degree = 10
antenna_found_initial = 0
grt_pass1_wl_um = 5220
grt_overflow = 0
grt_pass1_vias = 1134
track_usage_pct = 4.10

[drt]
drt-pass1-iter-count = 4
routed_wl_um = 2910
wl_per_cell_um = 9.28
routed-via-count = 1172
drt-vias-per-instance = 3.74
drc = 0
drtIter0Drc = 75
ant_nets = 0
antennaDiodeCount = 0

[logic_synthesis]
syn_area_um2 = 1640
ys.flops = 37
synth_area_per_cell_um2 = 9.93
ys_chip_area_um2 = 1640
yosysUniqueCellTypes = 34
ys_seq_share_pct = 45.8
ys_cells = 165
netlist_instances = 165
ys_warn_count = 1

[die]
initCoreUtil_pct = 16.0
dieHeight_um = 122
core_area_um2 = 10200
rows = 37
ioPinCount = 10
dieWidth_um = 122
dieArea_um2 = 14900

[pwr]
p_switching_uw = 68.1
intPower_uw = 284
leakagePower_uw = 0.000628
ir_drop_mv = 0.0682
seqPwrFrac_pct = 55.9
p_per_area_nw_per_um2 = 181
pwr-share-clk_pct = 42.5
switching_share_pct = 19.3
combPwrFrac_pct = 1.6

[job]
tool_warnings = 26
drv_cap = 0

[placed_design]
routabilityCongestion = 0.814
place_hpwl_um = 2160
io_buffers = 9

[hold_path]
hold_path_class = "reg -> reg"
whs_path_depth = 1
## logic make-up (layout without fill, tap and decap cells)
logic type                 after synthesis  after routing  synth area share (%)
muxes                                    3              3                  1.83
adders and majority gates                2              2                  1.53
xor gates and xnor gates                25             25                  13.4
buffers and inverters                   15             27                  4.28
and+or+nand+nor                         72             72                  28.1
DFF                                     37             37                  45.8
AOI/OAI and AO/OA                       11             11                  5.04
## metal layers
metal | wire length (µm) | global-route usage (%) | up-vias
li1 | - | - | 613
met1 | 1560 | 6.23 | 534
met2 | 1130 | 5.59 | 20
met3 | 184 | 1.36 | 5
met4 | 34 | 0.671 | 0
met5 | 0 | 0 | -
## placed cells by master (no fill, tap or decap), drive strengths merged, types with 6 or more instances in the layout
master and instances:
dfxtp 36, xnor2 19, nand3 13, nand4 13, and3 10, inv 9, nor2 9, clkdlybuf4s50 9
clkbuf 8, nor4 8, xor2 6
## power by group through the flow
stage / registers (µW) / logic (µW) / clock network (µW)
6_report: 197 / 5.69 / 150
4_1_cts: 197 / 5.80 / 157
5_1_grt: 197 / 6.45 / 165
## through the flow
stage               cell area [µm²]  total power (µW)  util [%]  instances  setup slack [ns]
finish                         1950               353      19.1        313              3.93
CTS                            1950               359      19.1        313              3.92
global route                   1950               368      19.1        313              3.77
detailed placement             1870               207      18.3        305              3.95
global placement               1870               207      18.3        305              3.96
floorplan                      1640               203         -        165              4.26
## area by class of cell
type	instances	area (µm²)
well taps	136	170
multi-input cells	113	817
inverters	9	33.8
flip-flops and latches	37	751
repair buffers	10	97.6
fillers	1103	8280
clock buffers	8	80.1
## flip-flops by register name (all words and copies together), names as in the netlist
signal / count
divided_clk: 1
sys_clk_count: 28
LEDS: 4
PREV_SWITCH_STATE: 4
## worst paths after layout
path	start	end	slack, ns
worst max-delay path	sys_clk_count[13]$_SDFF_PN0_	divided_clk$_DFFE_PN_	3.93
worst min register to register	sys_clk_count[24]$_SDFF_PN0_	sys_clk_count[24]$_SDFF_PN0_	0.46
worst max register to register	sys_clk_count[13]$_SDFF_PN0_	divided_clk$_DFFE_PN_	3.93
worst min-delay path	sys_clk_count[24]$_SDFF_PN0_	sys_clk_count[24]$_SDFF_PN0_	0.46
## Yosys cell counts
master     n  area, µm²
a21bo_2    1       10.0
a21oi_1    4       20.0
a41oi_1    1       8.76
and2_1     1       6.26
and3_1     9       56.3
and3_2     1       7.51
and4_1     2       17.5
and4_2     1       10.0
and4bb_2   1       12.5
buf_4      1       7.51
buf_6      1       11.3
clkbuf_1   2       7.51
clkbuf_2   2       10.0
dfxtp_1   36        721
edfxtp_1   1       30.0
ha_1       2       25.0
inv_1      9       33.8
mux2i_1    3       30.0
nand2_1    4       15.0
nand3_1   13       65.1
nand3b_1   2       15.0
nand4_1   11       68.8
nand4_2    2       25.0
nor2_1     9       33.8
nor2b_1    3       18.8
nor3_1     5       25.0
nor4_1     4       25.0
nor4_2     3       37.5
nor4_4     1       21.3
o21ai_0    1       5.00
o31ai_2    1       12.5
o41ai_1    3       26.3
xnor2_1   19        166
xor2_1     6       52.6
Power figures rest on the tool's default switching activity, not on a simulated workload.
