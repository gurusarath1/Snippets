## flow/run.sh

```bash
#!/bin/bash
# OpenROAD 26Q1-2900-gdf79404cd8, Yosys 0.63+post, stock flow scripts
make -C /OpenROAD-flow-scripts/flow DESIGN_CONFIG=/design/flow/config.mk WORK_HOME=/design/flow/orfs finish
```

## flow/config.mk

```make
export PLATFORM = sky130hd
export DESIGN_NAME = example1
export DESIGN_NICKNAME = example1
export VERILOG_FILES = /design/flow/design.v
export SDC_FILE = /design/flow/constraint.sdc
export NUM_CORES = 4
export LEC_CHECK = 1
export CORE_AREA = 10 10 70 70
export DIE_AREA = 0 0 80 80
```

## flow/constraint.sdc

```tcl
current_design example1

set clk_period 1.0
set clk_io_pct 0.2

create_clock -name clk0 -period $clk_period [get_ports {clk}]

set non_clock_inputs [all_inputs -no_clocks]
set_input_delay [expr $clk_period * $clk_io_pct] -clock clk0 $non_clock_inputs
set_output_delay [expr $clk_period * $clk_io_pct] -clock clk0 [all_outputs]
```

## flow/design.v

```verilog
module example1 (
  output Z,
  output reg y1,
  output reg y2,
  output reg y3,
  input clk,
  input reset,
  input x1,
  input x2,
  input x3
);
  reg y1_temp,y2_temp,y3_temp;
  always@(posedge clk) begin
    if(reset == 1) begin
      y1 <= 0;
      y2 <= 0;
      y3 <= 0;
    end
    else begin
      y1 <= y1_temp;
      y2 <= y2_temp;
      y3 <= y3_temp;
    end
  end
  always @(*) begin
    y1_temp = (x1 & x2) | (~x3);
    y2_temp = ~(x2 & x3) | x1;
    y3_temp = x1 & x2 & (~x3);
  end
  assign Z = ~(x1 ^ x2) | x3; 
endmodule
```

==> flow_summary.json <==
{
  "grt_pass1_wl_um": 634,
  "cp-start-kind": "flop",
  "dpl.cell_count": 65,
  "fin_area_um2": 259,
  "top_area_cell": "dfxtp_1",
  "rsz0062_at_grt": "no",
  "chipArea_um2": 6400,
  "synthDistinctLibCells": 7,
  "antenna_found_initial": 0,
  "powerDensity_nw_per_um2": 1460,
  "vias": 116,
  "gp_congestion": 0.604,
  "max_cap_viol_count": 0,
  "hp-class": "primary input to flop",
  "wl_per_cell_um": 6.33,
  "cts_tree": "done",
  "area_growth_pct": 141,
  "cts_hold_buffers": 0,
  "slew_viol_final": 0,
  "crit_path_end_kind": "output port",
  "port_buffers": 8,
  "worstMarginPinSlew_ps": 128,
  "num_rows": 21,
  "synthTopCellsByCount": "3 x dfxtp_1, 2 x inv_1",
  "drcViolationCount": 0,
  "syn-cell-area_um2": 108,
  "grt-ovfl-total": 0,
  "grt_max_degree": 4,
  "leakage_uw": 0.000108,
  "cts.clk_slew.worst_paths_ps": 40,
  "warnings": 26,
  "fin_setup_tns_ps": 0,
  "insertedDiodeCount": 0,
  "fin_crit_sh_pct": 95.6,
  "synth_top_area_share_pct": 55.8,
  "fp_util_pct": 3.15,
  "flop_area_um2": 60.1,
  "postPlaceCellArea_um2": 253,
  "drt_iter0_markers": 1,
  "peakVddDrop_mv": 0.215,
  "crit_type": "flop to output port",
  "instances_no_fill": 69,
  "hold_viol": 0,
  "fillCellCount": 409,
  "synth-edff-count": 0,
  "synthTopCellsByArea": "dfxtp_1 56%, ha_1 12%, nor3_2 9.3%, inv_1 7.0%, a31oi_1 5.8%",
  "maxSlewHeadroom_pct": 91.4,
  "fmax_ghz": 1.05,
  "worstPathRequired_ps": 800,
  "status": "finished, final reports clean",
  "fp.coreArea_um2": 3420,
  "chipWidth_um": 80,
  "synth_flops": 3,
  "combGateArea_um2": 40.0,
  "routed_wl_um": 437,
  "min_period_ps": 956,
  "dp_slack_ps": -682,
  "yosys-stat-area_um2": 108,
  "crit_buf_inv": 1,
  "syn_avg_cell_area_um2": 10.8,
  "syn_inst": 10,
  "io_pins": 9,
  "timing.final.ws_setup_ps": 43.9,
  "final_antenna_net_count": 0,
  "track_usage_pct": 1.44,
  "synth-async-reset-ratio_pct": 0,
  "cp_slowest_cell": "dfxtp_1",
  "worstPathMaxFanout": 1,
  "ys_seq_share_pct": 55.8,
  "top_cell": "dfxtp_1",
  "cts_setup_buffers": 0,
  "drtPass1Iterations": 2,
  "cpPeakStageDelay_ps": 290,
  "cp.arrival_ps": 760,
  "crit_family": "flip-flops",
  "avgViaCountPerCell": 1.68,
  "yosys_cells": 10,
  "cts.htree.levels": 1,
  "setup_violations": 0,
  "drive_gt1_share_pct": 34.8,
  "cts_buffer_depth": 2,
  "yosysWarnings": 1,
  "crit_chain": "dlygate4sd2_1",
  "die_h_um": 80,
  "clockRootBuffer": "clkbuf_4",
  "clock_sinks": 3,
  "cts_buffers": 3,
  "yosys_most_used_dff": "dfxtp_1",
  "dp_hpwl_um": 369,
  "grt_pass1_vias": 143
}
[sequential cells by signal, indices dropped and copies added (netlist names)]
register and flops:
y3 1, y2 1, y1 1
[kinds of logic (layout without fill, tap and decap cells)]
family                     after synthesis  count (layout)  synth area share (%)
AOI/OAI and AO/OA                        2               2                  10.5
and+or+nand+nor                          2               2                  15.1
buffers and inverters                    2              15                  6.98
DFF                                      3               3                  55.8
adders and majority gates                1               1                  11.6
[worst paths after layout]
check                      from            end  depth (start not counted)
setup / recovery  y3$_SDFF_PP0_             y3                          1
hold / removal               x2  y2$_SDFF_PP0_                          2
[final cells by class]
cell class                      instances  share of cell area (%)
Timing Repair Buffer                    9                    26.1
Sequential cell                         3                    23.2
Tap cell                               46                    22.2
Multi-Input combinational cell          5                    15.5
Clock buffer                            4                    10.1
Inverter                                2                    2.90
[routing by layer]
| layer | track usage (%) | part of all wire [%] | wire, µm |
|---|---|---|---|
| met5 | 0 | 0 | 0 |
| met4 | 0.528 | 0 | 0 |
| met3 | 1.82 | 22 | 94 |
| met2 | 2.17 | 54 | 234 |
| met1 | 1.07 | 24 | 107 |
[power breakdown]
part / total [µW] / internal [µW] / switching (µW)
registers: 128 / 127 / 1.27
clock network: 210 / 149 / 61.0
logic: 39.4 / 24.2 / 15.2
[what timing repair did]
item	in CTS	in global routing
pin swaps	0	1
setup endpoints to repair	4	1
gates resized	9	5
[layout by cell type, fill, tap and decap left out, drive strengths merged]
| master | synthesis | routed |
|---|---|---|
| clkdlybuf4s50 | 0 | 1 |
| inv | 2 | 2 |
| ha | 1 | 1 |
| buf | 0 | 2 |
| nor3 | 1 | 1 |
| a31oi | 1 | 1 |
| nand2b | 1 | 1 |
| dfxtp | 3 | 3 |
| dlygate4sd2 | 0 | 4 |
| clkbuf | 0 | 6 |
| a21oi | 1 | 1 |
[metrics by stage]
stage / util (%) / hold WS (ps) / power (µW)
CTS: 7.99 / 321 / 398
floorplan: - / 264 / 138
global placement: 7.40 / 801 / 181
finish: 7.58 / 195 / 378
global route: 7.58 / 201 / 399
detailed placement: 7.40 / 804 / 183
Power and IR drop assume default switching activity.
